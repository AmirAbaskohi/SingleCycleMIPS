File: design/flow/design.v
module SignalController(input [5:0] opcode, output reg adrtopc, lastreg, regtopc,
                        alusrc, regwrite, beq, bne, memread, memwrite,
                        memtoreg, pctoreg, regdst, output reg [1:0] aluop);
    always@(opcode)begin
      if(opcode == 6'b000000)begin  
        {adrtopc,lastreg,regtopc,alusrc,regwrite,beq,bne,memread,memwrite,memtoreg,pctoreg,regdst} = 12'b000010000001;
        aluop = 2'b10;
      end
      else if(opcode == 6'b001100 || opcode == 6'b001000)begin  
        {adrtopc,lastreg,regtopc,alusrc,regwrite,beq,bne,memread,memwrite,memtoreg,pctoreg,regdst} = 12'b000110000000;
        aluop = (opcode == 6'b001100) ? 2'b11 : 2'b00;
      end
      else if(opcode == 6'b100011)begin  
        {adrtopc,lastreg,regtopc,alusrc,regwrite,beq,bne,memread,memwrite,memtoreg,pctoreg,regdst} = 12'b000110010100;
        aluop = 2'b00;
      end
      else if(opcode == 6'b101011)begin  
        {adrtopc,lastreg,regtopc,alusrc,regwrite,beq,bne,memread,memwrite,memtoreg,pctoreg,regdst} = 12'b000100001000;
        aluop = 2'b00;
      end
      else if(opcode == 6'b000100)begin  
        {adrtopc,lastreg,regtopc,alusrc,regwrite,beq,bne,memread,memwrite,memtoreg,pctoreg,regdst} = 12'b000001000000;
        aluop = 2'b01;
      end
      else if(opcode == 6'b000101)begin  
        {adrtopc,lastreg,regtopc,alusrc,regwrite,beq,bne,memread,memwrite,memtoreg,pctoreg,regdst} = 12'b000000100000;
        aluop = 2'b01;
      end
      else if(opcode == 6'b000010)begin  
        {adrtopc,lastreg,regtopc,alusrc,regwrite,beq,bne,memread,memwrite,memtoreg,pctoreg,regdst} = 12'b100000000000;
        aluop = 2'b00;
      end
      else if(opcode == 6'b100000)begin  
        {adrtopc,lastreg,regtopc,alusrc,regwrite,beq,bne,memread,memwrite,memtoreg,pctoreg,regdst} = 12'b001000000000;
        aluop = 2'b00;
      end
      else if(opcode == 6'b000011)begin 
        {adrtopc,lastreg,regtopc,alusrc,regwrite,beq,bne,memread,memwrite,memtoreg,pctoreg,regdst} = 12'b110010000010;
        aluop = 2'b00;
      end
    end
endmodule
module ALUControllerC(input [1:0] aluop, input [5:0] funccode, output reg [2:0] aluoperation);
    always@(aluop, funccode)begin
      if(aluop == 2'b10)begin
        if(funccode == 6'b100000) aluoperation = 3'b010;
        else if(funccode == 6'b100100) aluoperation = 3'b000;
        else if(funccode == 6'b100101) aluoperation = 3'b001;
        else if(funccode == 6'b100010) aluoperation = 3'b011;
        else if(funccode == 6'b101010) aluoperation = 3'b100;
      end
      else if(aluop == 2'b00) aluoperation = 3'b010;
      else if(aluop == 2'b01) aluoperation = 3'b011;
      else if(aluop == 2'b11) aluoperation = 3'b000;
    end
endmodule
module MIPS_Controller(input [5:0] opcode, funccode, input zero, output adrtopc,
                        lastreg, regtopc, alusrc, regwrite, memread, memwrite,
                        memtoreg, pctoreg, regdst, pcsrc, output [2:0] aluopr);
    wire be,bn;
    wire [1:0] op;
    SignalController sc(opcode, adrtopc, lastreg, regtopc, alusrc, regwrite, be, bn, memread, memwrite, memtoreg, pctoreg, regdst, op);
    ALUControllerC aluc(op, funccode, aluopr);
    assign pcsrc = (zero & be) | ((~zero) & bn);
endmodule
File: design/flow/run.sh
#!/bin/bash
# OpenROAD 26Q1-2900-gdf79404cd8, Yosys 0.63+post, stock flow scripts
make -C /OpenROAD-flow-scripts/flow DESIGN_CONFIG=/design/flow/config.mk WORK_HOME=/design/flow/orfs finish
File: design/flow/config.mk
export PLATFORM = sky130hd
export DESIGN_NAME = MIPS_Controller
export DESIGN_NICKNAME = MIPS_Controller
export VERILOG_FILES = /design/flow/design.v
export SDC_FILE = /design/flow/constraint.sdc
export NUM_CORES = 4
export LEC_CHECK = 1
export CORE_AREA = 10 10 72 72
export DIE_AREA = 0 0 82 82
File: design/flow/constraint.sdc
current_design MIPS_Controller

set clk_period 1.0
set clk_io_pct 0.2

create_clock -name clk0 -period $clk_period

set non_clock_inputs [all_inputs -no_clocks]
set_input_delay [expr $clk_period * $clk_io_pct] -clock clk0 $non_clock_inputs
set_output_delay [expr $clk_period * $clk_io_pct] -clock clk0 [all_outputs]
==> results.cfg <==
; synthesis and place-and-route metrics
[grt]
gr-usage-met3_pct = 0.771
grt_pass1_wl_um = 2460
top_usage_layer = met2
grt_use_total_pct = 4.43
met2_usage_pct = 8.93
grt_max_degree = 13
met1_usage_pct = 4.93
grt_pass1_vias = 548
antenna_found_initial = 0
gr-total-overflow = 0

[placement]
gp_congestion = 0.795
dp_hpwl_um = 1360
io_buffers = 27
numPlacedInstances = 144

[job]
warnings = 32
cap_violations = 0

[layout]
final_cells = 144
area_growth_pct = 47.6
area.combinational_um2 = 357
regArea_um2 = 225
fillers = 409
final_layout_size_suffix_gt1_share_pct = 9.38

[floorplanning]
chipArea_mm2 = 0.00672
row_count = 22
pin_count = 27
core_mm2 = 0.00369
chipHeight_um = 82
floorplan.core_util_pct = 16.8
fp.dieW_um = 82

[synthesis]
simple_gate_area_share_pct = 33.1
ys_sh_adder_pct = 0
syn_avg_cell_area_um2 = 8.17
most_common_cell = dlxtn_1
synth_cells = 76
top_area_cell = dlxtn_1
ys_sh_xor_pct = 0
ys_sh_mux_pct = 3.63
synth_stat.cells = 76
synthTopLogicFamily = simple AND/OR/NAND/NOR gates
flop_cell = dlxtn_1
edf_count = 0
ys_types = 35
yosys_area_um2 = 621
synthTopCellsByCount = dlxtn_1 (15), nand2_1 (5), a21oi_1 (4), clkbuf_1 (4), nor3_1 (4)
topCellsByArea = dlxtn_1 (36%), nor4b_1 (4.2%), mux2_2 (3.6%)
synthAoiAreaFrac_pct = 20.2
syn_area_um2 = 621
ys_async_sr_fraction_pct = 0
synth_flop_count = 15
top_cell_area_share_pct = 36.3
ys_warn_count = 2

[timing]
finalSetupTns_ns = 0
worst_pin_slew_ns = 0.404
period_needed_ns = 0.906
clock.fmax_mhz = 1100
relSlewSlack_pct = 72.4
hold_viol_final = 0
finalSetupViolations = 0
period_used_pct = 90.6
unclocked_pins = 15
grt_setup_unrepaired = no
untimed_endpoints = 28
slew_viol_final = 0

[pwr]
power_leakage_nw = 0.337
ir_drop_mv = 0.0426
power_density_mw_per_mm2 = 239

[worst_setup_path]
arrival_ns = 0.71
critical_path_class = primary input to output pin
cp-start-kind = primary input
cp_max_fo = 1
required_ns = 0.80
end_kind = output pin

[route]
vias_per_cell = 4.24
ant_nets = 0
antenna_cells = 0
drtIter0Drc = 16
wl_per_cell_um = 11.1
drc = 0
vias = 611
first_pass_iters = 4
drt_wl_total_um = 1600

[outcome]
status = finished clean

[clock_network]
cts_hold_buf = 0

[hold_path]
worst_hold_startpoint = zero
holdPathStages = 3
hold_class = primary input to output pin
holdPathEnd = pcsrc
-- layout make-up --
cell class	instances	area share, %
Inverter	2	0.820
Tap cell	48	6.56
Sequential cell	15	24.6
Multi-Input combinational cell	52	38.9
Timing Repair Buffer	27	29.1
-- routing by layer --
| layer | routed length (µm) | vias up |
|---|---|---|
| li1 | - | 311 |
| met4 | 0 | 0 |
| met3 | 125 | 0 |
| met1 | 674 | 285 |
| met5 | 0 | - |
| met2 | 803 | 15 |
-- cells in the final DEF (no fill, tap or decap) --
master,netlist,layout
a2111oi_0,2,2
a2111oi_2,1,1
a211o_1,1,1
a21o_1,2,2
a21oi_1,4,4
a31o_1,1,1
a31o_2,1,1
and2_1,1,1
and2b_1,1,1
and2b_2,1,1
and3_1,1,1
and4b_1,1,1
buf_2,1,1
buf_6,0,1
clkdlybuf4s50_1,0,25
dlxtn_1,15,15
inv_1,2,2
mux2_2,2,1
mux2_4,0,1
nand2_1,5,5
nand2b_1,2,2
nand3b_1,1,1
nor2_1,3,3
nor2b_1,2,2
nor3_1,4,4
nor3b_1,2,2
nor4_1,1,1
nor4b_1,3,3
o21ai_0,3,3
o21bai_1,1,1
o41ai_1,1,1
or2_1,1,1
or2_2,1,1
or2b_2,1,1
or3_1,1,1
or3b_1,1,1
-- logic make-up (layout without fill, tap and decap cells) --
family	Yosys count	in the layout
AND-OR/OR-AND	17	17
buffers and inverters	9	29
latches	15	15
multiplexers	2	2
AND/OR/NAND/NOR	33	33
-- power breakdown --
part | switching (mW) | internal [mW]
Clock | 0 | 0
Combinational | 0.0795 | 0.100
Sequential | 0.00488 | 0.0343
-- worst max-delay path: stages --
cell    delay, ns
buf_2        0.11
mux2_4       0.29
buf_6        0.11
-- through the flow --
step / setup slack (ns) / instance area [µm²] / hold WS, ns / total power [mW] / util [%]
2_1_floorplan: 0.318 / 621 / 0.507 / 0.126 / -
3_3_place_gp: -0.621 / 916 / 1.49 / 0.219 / 24.8
3_5_place_dp: -0.622 / 916 / 1.49 / 0.222 / 24.8
4_1_cts: 0.00370 / 916 / 0.819 / 0.223 / 24.8
5_1_grt: 0.0756 / 916 / 0.737 / 0.239 / 24.8
6_report: 0.0944 / 916 / 0.713 / 0.219 / 24.8
-- state kept, by name, summed over array words and instances, names as in the netlist --
register	flops
sc.adrtopc	1
sc.regtopc	1
sc.bne	1
sc.lastreg	1
sc.alusrc	1
sc.aluop	2
sc.regwrite	1
sc.memwrite	1
sc.memread	1
sc.beq	1
sc.regdst	1
aluc.aluoperation	3
-- timing repair --
| action | in CTS | in global routing |
|---|---|---|
| resized | 7 | 2 |
| endpoints found under the setup margin | 1 | 1 |
| buffers inserted | 0 | 0 |
-- worst max-delay path by stage --
| stage | cells past startpoint | endpoint | slack [ns] | from |
|---|---|---|---|---|
| global route | 3 | pcsrc | 0.08 | zero |
| CTS | 3 | pcsrc | 0.004 | zero |
| finish | 3 | pcsrc | 0.09 | zero |
Power figures rest on the tool's default switching activity, not on a simulated workload.
